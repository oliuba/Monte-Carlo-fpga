==> design.v <==
`timescale 1ns / 1ps
module comparator#(
    parameter int INPUT_WIDTH = 4
) (
    input logic clk,
    input  logic[INPUT_WIDTH - 1:0] a,
    input  logic[INPUT_WIDTH - 1:0] b,
    output logic aGreaterThanb
    );
always_ff @(posedge clk) aGreaterThanb <= a > b;
endmodule
`timescale 1ns / 1ps
module fsm_montecarlo #(
        parameter int WIDTH = 4,
        parameter int a = 1,
        parameter int b = 1  
    ) (
        input logic rst,
        input logic [WIDTH-1:0] num_of_iterations,
        input logic clk,
        input logic [WIDTH-1:0] seed_1,
        input logic [WIDTH-1:0] seed_2,
        input logic [WIDTH+b-1:0] seed_3,
        output logic [WIDTH-1:0] result
    );
    logic [WIDTH-1:0] points_counter;
    logic [WIDTH-1:0] iterations_counter;
    logic [WIDTH-1:0] program_result;
    logic [WIDTH-1:0] x_rand = '0;
    logic [WIDTH-1:0] y_rand = '0;
    logic [WIDTH+b-1:0] t_rand = '0;
    logic [WIDTH+b-1:0] t_calculated = '0;
    logic enable_func = '0;
    logic enable_rand = '0;
    logic load_seed = '0;
    lfsr #(
             .OUT_WIDTH(WIDTH)
         ) rng_x (
             .clk(clk),
             .enable(enable_rand),
             .load_seed(load_seed),
             .seed(seed_1),
             .rnd(x_rand)
         );
    lfsr #(
             .OUT_WIDTH(WIDTH)
         ) rng_y (
             .clk(clk),
             .enable(enable_rand),
             .load_seed(load_seed),
             .seed(seed_2),
             .rnd(y_rand)
         );
    lfsr #(
             .OUT_WIDTH(WIDTH+b)
         ) rng_t (
             .clk(clk),
             .enable(enable_rand),
             .load_seed(load_seed),
             .seed(seed_3),
             .rnd(t_rand)
         );
    func #(
             .WIDTH(WIDTH)
         ) func_inst (
             .clk(clk),
             .enable_func(enable_func),
             .a(a),
             .b(b),
             .x(x_rand),
             .y(y_rand),
             .t(t_calculated)
         );
    comparator #(
                 .INPUT_WIDTH(WIDTH+b-1)
               ) comparator_funcs (
                   .clk(clk),
                   .a(t_calculated),
                   .b(t_rand),
                   .aGreaterThanb(funcs_comp_res)
               );
    typedef enum {
                IDLE, ENABLE, UNLOAD, CHECK_COUNTER, 
                RANDOM, CALCULATE_FUNCTION, COMPARE, INCREASE_POINTS_COUNTER, 
                INCREASE_COUNTER, CALCULATE_RESULT, FINISH
            } fsm_t;
    fsm_t state = IDLE;
    always_ff @(posedge clk) begin
        if (rst) begin
            points_counter <= '0;
            iterations_counter <= '0;
            program_result <= '0;
            state <= IDLE;
        end
        else begin
            case (state)
                IDLE: begin
                    state <= ENABLE;
                end
                ENABLE: begin
                    enable_rand <= '1;
                    load_seed <= '1;
                    state <= UNLOAD;
                end
                UNLOAD: begin
                    load_seed <= '0;
                    enable_rand <= '0;
                    state <= CHECK_COUNTER;
                end
                CHECK_COUNTER: begin
                    if (iterations_counter < num_of_iterations) begin
                        state <= RANDOM;
                    end
                    else begin
                        state <= CALCULATE_RESULT;
                    end
                end
                RANDOM: begin
                    enable_rand <= '1;
                    state <= CALCULATE_FUNCTION;
                end
                CALCULATE_FUNCTION: begin
                    enable_rand <= '0;
                    enable_func <= '1;
                    state <= COMPARE;
                end
                COMPARE: begin
                    enable_func <= '0;
                    if (funcs_comp_res) begin
                        state <= INCREASE_POINTS_COUNTER;
                    end
                    else begin
                        state <= INCREASE_COUNTER;
                    end
                end
                INCREASE_POINTS_COUNTER: begin
                    points_counter <= points_counter + 1;
                    state <= INCREASE_COUNTER;
                end
                INCREASE_COUNTER: begin
                    iterations_counter <= iterations_counter + 1;
                    state <= CHECK_COUNTER;
                end
                CALCULATE_RESULT: begin
                    program_result <= points_counter;
                    state <= FINISH;
                end
                FINISH: begin
                    state <= FINISH;
                end
            endcase
        end
    end
    always_comb result <= program_result;
endmodule
`timescale 1ns / 1ps
module func #(
    parameter int WIDTH = 10
)(
    input logic clk,
    input logic enable_func,
    input logic[WIDTH-1:0] a,
    input logic[WIDTH-1:0] b,
    input logic[WIDTH-1:0] x,
    input logic[WIDTH-1:0] y,
    output logic[WIDTH*2:0] t
    );
always_ff @(posedge clk) begin
    if (enable_func)
        t <= a*x + b*y;
end
endmodule
`timescale 1ns / 1ps
module lfsr #(
    parameter int OUT_WIDTH = 4
) (
    input  logic clk,
    input  logic enable,
    input  logic load_seed,
    input  logic [OUT_WIDTH - 1 : 0] seed,
    output logic[OUT_WIDTH - 1 : 0] rnd
);
logic[OUT_WIDTH - 1 : 0] random = '0;
logic tap = '0;
always_ff @(posedge clk)
begin
    if (enable) begin
        if (load_seed) 
            random <= seed;
        else
            random <= {random[OUT_WIDTH - 2 : 0], tap};   
    end
end
always_comb begin
    if (OUT_WIDTH == 2 || OUT_WIDTH == 3 || OUT_WIDTH == 4 || OUT_WIDTH == 6 || OUT_WIDTH == 7 || OUT_WIDTH == 15 || OUT_WIDTH == 22)
        tap <= random[0] ^ random[OUT_WIDTH - 1];
    else if (OUT_WIDTH == 5 || OUT_WIDTH == 11 || OUT_WIDTH == 21 || OUT_WIDTH == 29)     
        tap <= random[1] ^ random[OUT_WIDTH - 1];                                         
    else if (OUT_WIDTH == 8)                                                  
        tap <= random[1] ^ random[2] ^ random[3] ^ random[OUT_WIDTH - 1];
    else if (OUT_WIDTH == 9)                     
        tap <= random[3] ^ random[OUT_WIDTH - 1];
    else if (OUT_WIDTH == 10 || OUT_WIDTH == 20 || OUT_WIDTH == 17 || OUT_WIDTH == 25 || OUT_WIDTH == 28 || OUT_WIDTH == 31)
        tap <= random[2] ^ random[OUT_WIDTH - 1];
    else if (OUT_WIDTH == 12 || OUT_WIDTH == 30)
        tap <= random[0] ^ random[3] ^ random[5] ^ random[OUT_WIDTH - 1];
    else if (OUT_WIDTH == 13 || OUT_WIDTH == 24)
        tap <= random[0] ^ random[2] ^ random[3] ^ random[OUT_WIDTH - 1];
    else if (OUT_WIDTH == 14)                                            
        tap <= random[0] ^ random[2] ^ random[4] ^ random[OUT_WIDTH - 1];
    else if (OUT_WIDTH == 16)
        tap <= random[1] ^ random[2] ^ random[4] ^ random[OUT_WIDTH - 1];
    else if (OUT_WIDTH == 18)
        tap <= random[6] ^ random[OUT_WIDTH - 1];                     
    else if (OUT_WIDTH == 19 || OUT_WIDTH == 27)                                            
        tap <= random[0] ^ random[1] ^ random[4] ^ random[OUT_WIDTH - 1];
    else if (OUT_WIDTH == 23)
        tap <= random[4] ^ random[OUT_WIDTH - 1];
    else if (OUT_WIDTH == 26)                                            
        tap <= random[0] ^ random[1] ^ random[5] ^ random[OUT_WIDTH - 1];
    else if (OUT_WIDTH == 32)                                            
        tap <= random[1] ^ random[5] ^ random[6] ^ random[OUT_WIDTH - 1];
end
always_comb rnd <= random;
endmodule
==> run.sh <==
#!/bin/bash
# OpenROAD 26Q1-2900-gdf79404cd8, Yosys 0.63+post, stock flow scripts
make -C /OpenROAD-flow-scripts/flow DESIGN_CONFIG=/design/flow/config.mk WORK_HOME=/design/flow/orfs finish
==> config.mk <==
export PLATFORM = sky130hd
export DESIGN_NAME = fsm_montecarlo
export DESIGN_NICKNAME = fsm_montecarlo
export VERILOG_FILES = /design/flow/design.v
export SDC_FILE = /design/flow/constraint.sdc
export NUM_CORES = 4
export LEC_CHECK = 1
export CORE_UTILIZATION = 30
export SYNTH_HDL_FRONTEND = slang
==> constraint.sdc <==
current_design fsm_montecarlo

set clk_period 2.5
set clk_io_pct 0.2

create_clock -name clk0 -period $clk_period [get_ports {clk}]

set non_clock_inputs [all_inputs -no_clocks]
set_input_delay [expr $clk_period * $clk_io_pct] -clock clk0 $non_clock_inputs
set_output_delay [expr $clk_period * $clk_io_pct] -clock clk0 [all_outputs]
==> out/qor.txt <==
Result of the run - finished, final reports clean
WP data required - 2700 ps
Floorplan Core Area - 5921 sq um
Die height - 80.20 um
Setup Buffers After CTS - 0
XOR/XNOR Area Share - 5.730%
# H-tree levels - 2
Antenna violations before repair - 0
Clock slew at reported path FFs - 90 ps
List of most frequent post-synthesis cells - 23 x sky130_fd_sc_hd__dfxtp_1, 21 x sky130_fd_sc_hd__nor2_1, 20 x sky130_fd_sc_hd__edfxtp_1
Number of global-route vias before repair - 1133
Worst clock skew - 6.612 ps
Simple share - 11.60%
Top cells by area, synth - sky130_fd_sc_hd__edfxtp_1 33%, sky130_fd_sc_hd__dfxtp_1 25%, sky130_fd_sc_hd__ha_1 8.2%
Horizontal extent of the die - 80.20 um
Number of buffers on the longest clock path - 2
DR pass1 iterations - 4
ANT nets after route - 0
Total chip power - 1.408 mW
Complex-gate fraction of the synthesized area - 5.116%
Post-synthesis async set-or-reset flop share - 0%
First-pass GRT wire length - 4.940 mm
Number of cell instances after yosys synthesis - 160
Slew at the pin with the worst max-slew slack - 610.9 ps
Number of synthesized flops with an enable pin - 20
Worst-path maximum fanout - 2
Port Buf Inserts - 22
Insertion delay of the later-clocked pin in the worst-skew pair - 300 ps
Routability-driven placement congestion ratio - 0.7905
Signed area change from the synthesized netlist to the final layout - 22.17%
R2R Setup Slk - 1110 ps
Startpoint type of the worst setup path - input pin
Vias after detailed routing - 1117
Share of the synthesized area in the top cell type - 32.74%
Class of the most critical setup path - in2reg
Final count of pins violating max slew - 0
Summed negative setup slack over all endpoints - 0 ps
Ratio of cells with drive above 1 in the final layout - 8.065%
Critical path capture point type - flop
Launching element of the worst setup path - num_of_iterations[1]
Count of placed standard cells in the final layout, fillers left out - 261
HP Start - state[0]
Total GRT Usage - 10.25%
# setup viols final - 0
Antenna cell count - 0
Number of fill cells in the layout - 562
Origin of the critical flop-to-flop path - rng_y.rnd[1]
Top cell type by total area after synthesis - sky130_fd_sc_hd__edfxtp_1
Count of unresolved DRC violations after routing - 0
Post-placement cell count - 253
CTS Hold Bufs - 0
Clock buffer count from CTS - 5
Maximum achievable frequency - 625.3 MHz
Placement-stage worst setup slack - 569.9 ps
Synth Area per Inst - 11.46 sq um
Chip area - 6431 sq um
Number of warnings reported in the yosys synthesis log - 0
Largest non-sequential cell family by area - simple AND/OR/NAND/NOR gates
Dominant Register Cell - sky130_fd_sc_hd__dfxtp_1
Area of the mapped netlist - 1834 sq um
Floorplan core density - 30.98%
Post-detailed-placement half-perimeter wirelength - 1.930 mm
Leakage power summed over all cells - 0.8896 nW
Final Routed Wirelength - 2.726 mm
Final Cycle Share - 63.97%
Min-delay worst type - reg2reg
Root Buffer - sky130_fd_sc_hd__clkbuf_8
Total tool warning count - 25
Finished Cell Area - 2241 sq um
Util after Layout - 37.85%
Post-place instance area - 2133 sq um
Portion of netlist area occupied by mux cells - 6.344%
Yosys Chip Area - 1834 sq um
Post-synthesis sequential area ratio - 57.84%
MaxCap Viol Count - 0
Unrepaired setup endpoints after global routing - false
Slack of the critical path - 900.8 ps
Cell count after synthesis - 160
Count of instances resized after the clock tree is built - 0
Adder-Cell Fraction of Synth Area - 9.277%
Wirelength per Cell - 10.44 um
Final-layout worst hold slack - 455.6 ps
Num rows - 28
TritonCTS clock tree - done
Arrival time at the worst endpoint - 1800 ps
Detailed Route Iter0 Violations - 58
Most frequently used cell type in the post-synthesis netlist - sky130_fd_sc_hd__dfxtp_1
Min Tclk post-route - 1599 ps
Max_slew headroom - 59.28%
Total of flip-flops plus latches after synthesis - 43
Hold violation total from the final report - 0
Maximum number of pins on one net before global-route repair - 22
Clock sink count - 43
Detail-routed via count per cell - 4.280
Count of unique library cells instantiated by Yosys - 24
Ports placed on the boundary - 23
Ratio of total power to cell area - 628.3 nW/um^2
Total gr overflow - 0
Peak VDD IR - 220.3 uV
## per-layer routing
layer | global-route usage, % | routed length [um] | up-vias
met5 | 0 | 0 | -
li1 | - | - | 588
met4 | 2.143 | 64 | 0
met1 | 14.37 | 1280 | 507
met2 | 16.32 | 1248 | 16
met3 | 2.999 | 132 | 6
## area by class of cell
cell class                 count  area [sq um]  share of cell area, %
sequential                    43          1061                  47.35
multi-input combinational     98         698.2                  31.16
timing repair buffer          23         227.7                  10.16
clock buffer                   6         93.84                  4.188
tap                           75         93.84                  4.188
inverter                      14         52.55                  2.345
clock inverter                 2         13.76                 0.6142
## power by group
group,total [mW],internal (mW),switching (mW)
registers,0.793,0.773,0.0199
clock network,0.500,0.257,0.242
logic,0.116,0.0678,0.0478
total,1.41,1.10,0.310
## registers in the layout, indices dropped and copies added, names as in the netlist, 4 cells and up
signal / cells
state: 10
rng_t.rnd: 5
func_inst.t: 4
iterations_counter: 4
points_counter: 4
result: 4
rng_x.rnd: 4
rng_y.rnd: 4
## critical path, stage by stage
cell	delay (ps)
sky130_fd_sc_hd__clkdlybuf4s50_1	450
sky130_fd_sc_hd__inv_1	40
sky130_fd_sc_hd__ha_1	270
sky130_fd_sc_hd__a2111o_1	370
sky130_fd_sc_hd__and3b_1	170
## cell families (layout without fill, tap and decap cells)
kind of cell	Yosys count	count (layout)
DFF	43	43
muxes	11	11
xor gates and xnor gates	12	12
buffers and inverters	19	45
adders and majority gates	13	13
and+or+nand+nor	45	45
AOI/OAI and AO/OA	17	17
## cell usage in the layout (no fill, tap or decap)
| cell type | count |
|---|---|
| sky130_fd_sc_hd__buf_4 | 1 |
| sky130_fd_sc_hd__nand2b_4 | 1 |
| sky130_fd_sc_hd__mux2i_1 | 6 |
| sky130_fd_sc_hd__clkinv_2 | 1 |
| sky130_fd_sc_hd__clkbuf_16 | 1 |
| sky130_fd_sc_hd__nand2b_1 | 2 |
| sky130_fd_sc_hd__clkdlybuf4s50_1 | 22 |
| sky130_fd_sc_hd__dfxtp_1 | 23 |
| sky130_fd_sc_hd__xnor2_1 | 7 |
| sky130_fd_sc_hd__o21ai_0 | 11 |
| sky130_fd_sc_hd__mux2_2 | 5 |
| sky130_fd_sc_hd__nor2_1 | 21 |
| sky130_fd_sc_hd__nor2b_1 | 5 |
| sky130_fd_sc_hd__clkbuf_8 | 5 |
| sky130_fd_sc_hd__ha_1 | 12 |
| sky130_fd_sc_hd__nand2_1 | 10 |
| sky130_fd_sc_hd__or3_1 | 1 |
| sky130_fd_sc_hd__and3b_1 | 1 |
| sky130_fd_sc_hd__a2111o_1 | 1 |
| sky130_fd_sc_hd__fa_1 | 1 |
| sky130_fd_sc_hd__a21o_1 | 1 |
| sky130_fd_sc_hd__inv_1 | 14 |
| sky130_fd_sc_hd__a21oi_1 | 4 |
| sky130_fd_sc_hd__xor2_1 | 5 |
| sky130_fd_sc_hd__nor3_1 | 1 |
| sky130_fd_sc_hd__edfxtp_1 | 20 |
| sky130_fd_sc_hd__nand4_1 | 3 |
| sky130_fd_sc_hd__clkinv_4 | 1 |
## worst paths after layout
path,to,depth (start not counted)
max,state[7],5
min,state[6],1
max reg2reg,func_inst.t[3],4
min reg2reg,state[6],1
Power is estimated from default activity; no workload was simulated.
